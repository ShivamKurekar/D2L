--- run.sh ---
#!/bin/bash
# OpenROAD 26Q1-2900-gdf79404cd8, Yosys 0.63+post, stock flow scripts
make -C /OpenROAD-flow-scripts/flow DESIGN_CONFIG=/design/flow/config.mk WORK_HOME=/design/flow/orfs finish
--- config.mk ---
export PLATFORM = sky130hd
export DESIGN_NAME = D2L
export DESIGN_NICKNAME = D2L
export VERILOG_FILES = /design/flow/design.v
export SDC_FILE = /design/flow/constraint.sdc
export NUM_CORES = 4
export LEC_CHECK = 1
export CORE_UTILIZATION = 50
--- constraint.sdc ---
current_design D2L

set clk_period 4.6
set clk_io_pct 0.2

create_clock -name clk0 -period $clk_period [get_ports {clk}]

set non_clock_inputs [all_inputs -no_clocks]
set_input_delay [expr $clk_period * $clk_io_pct] -clock clk0 $non_clock_inputs
set_output_delay [expr $clk_period * $clk_io_pct] -clock clk0 [all_outputs]
--- design.v ---
module master (
    input clk, rstn,
    input out_en,
    input [63:0] data,
    output sclk,  
    output DataLine0, DataLine1,
    output reg CS  
);
    reg DL0, DL1;
    reg [63:0] shreg;
    reg [3:0] state, next_state;
    reg [2:0] count;
    reg slave_clk = 1'b0;
    reg [5:0] data_cycle;
    localparam d_width = 64;
    localparam IDLE = 0;
    localparam START_TX = 1;
    localparam DATA_TX = 2;
    localparam END_TX = 3;
    always @(posedge clk or negedge rstn) begin
        if (!rstn)
            state <= IDLE;
        else
            state <= next_state;
    end
    always @(posedge clk or negedge rstn) begin
        if(!rstn) begin
            slave_clk <= 1'b0;
        end
        else begin
            case (state)
                IDLE: begin
                        slave_clk <= 1'b0;
                end
                START_TX, DATA_TX: begin
                    if (count < 3'd3 || count == 3'd7)
                        slave_clk <= 1'b1;
                    else
                        slave_clk <= 1'b0;
                end
                END_TX: begin
                    if (count < 3'd3 || count == 3'd7)
                        slave_clk <= 1'b1;
                    else
                        slave_clk <= 1'b0;
                end
                default:
                    slave_clk <= 1'b0;
            endcase
        end
    end
    assign sclk = slave_clk;
    always @(posedge clk or negedge rstn) begin
        if (!rstn) begin
            count <= 1'd0;
            data_cycle <= 5'd0;
        end
        else begin
            case (state)
                IDLE: begin
                    count <= 3'd0;
                end
                START_TX: begin
                    data_cycle <= 5'd0;
                    if (count == 3'd0) begin
                        shreg   <= data;
                        count <= count + 1'd1;
                    end
                    else if (count < 3'd7)
                        count <= count + 1'd1;
                    else
                        count <= 3'd0;
                end
                DATA_TX : begin
                    if (count == 3'd7) begin
                        count <= 3'd0;
                        shreg <= shreg << 2;
                        if (data_cycle < (d_width >> 1) - 1)
                            data_cycle <= data_cycle + 1'd1;
                    end else begin
                        count <= count + 1'd1;
                    end
                end
                END_TX: begin
                    data_cycle <= 5'd0;
                    shreg <= 0;
                    if (count < 3'd7)
                        count <= count + 1'd1;
                    else
                        count <= 3'd0;
                end
                default: begin
                    count <= 3'd0;
                    data_cycle <= 5'd0;
                end
            endcase
        end
    end
    always @(*) begin
        next_state = IDLE;
        DL0 = 1'b0;
        DL1 = 1'b0;
        CS  = 1'b1;
        case(state)
            IDLE: begin
                DL0 = 1'd0;
                DL1 = 1'd0;
                CS  = 1'd1;
                if (out_en)
                    next_state = START_TX;
                else
                    next_state = IDLE;
            end
            START_TX: begin
                DL0 = 1'd0;
                DL1 = 1'd0;
                CS  = 1'd0;
                if(count == 3'd7)
                    next_state = DATA_TX;
                else
                    next_state = START_TX;
            end
            DATA_TX: begin
                if (d_width >= 2) begin
                    DL0 = shreg[d_width - 2];  
                    DL1 = shreg[d_width - 1];  
                end else begin
                    DL0 = 1'b0;
                    DL1 = 1'b0;
                end
                CS  = 1'd0;
                if(data_cycle == (d_width >> 1) - 1 && count == 3'd7)
                    next_state = END_TX;
                else
                    next_state = DATA_TX;
            end
            END_TX: begin
                DL0 = 1'd0;
                DL1 = 1'd0;
                CS  = 1'd1;
                if(count == 3'd7)
                    next_state = IDLE;
                else
                    next_state = END_TX;
            end
            default: begin
                next_state = IDLE;
            end
        endcase
    end
    assign DataLine0 = DL0;
    assign DataLine1 = DL1;
endmodule  
module slave #(parameter DATA_WIDTH = 64)(
    input sclk, rstn,
    input InLine0, InLine1,
    input CS,  
    output reg done,
    output [DATA_WIDTH - 1: 0] DATA_OUT
);
    reg DL0, DL1;
    reg [2:0] state;
    reg [5:0] data_cycle;
    reg [DATA_WIDTH - 1 :0] data;
    localparam DATA_CYCLES = DATA_WIDTH / 2;
    localparam IDLE = 0;
    localparam START_RX = 1;
    localparam DATA_RX = 2;
    localparam END_RX = 3;
    always @(negedge sclk or negedge rstn) begin
        if (!rstn) begin
            state <= IDLE;
            data <= 0;
            done <= 0;
            DL0 <= 0;
            DL1 <= 0;
        end
        else begin
            case (state)
                IDLE: begin
                    done <= 0;
                    data_cycle <= 0;
                    data <= 0;
                    if(!CS)
                        state <= START_RX;
                    else
                        state <= IDLE;
                end
                START_RX: begin
                    data <= 0;
                    done <= 0;
                    DL0 <= InLine0;
                    DL1 <= InLine1;
                    state <= DATA_RX;
                end
                DATA_RX: begin
                    DL0 <= InLine0;
                    DL1 <= InLine1;
                    data <= {data[DATA_WIDTH - 2:0], DL1, DL0};
                    done <= 0;
                    if (data_cycle == DATA_CYCLES - 1) begin
                        data_cycle <= 0;
                        state <= END_RX;
                        done <= 1;
                    end else 
                        data_cycle <= data_cycle + 1;
                end
                END_RX: begin
                    done <= 0;
                    state <= IDLE;
                end
                default : begin
                    state <= IDLE;
                end
            endcase
        end
    end
    assign DATA_OUT = data;
endmodule  
module D2L (
    input        clk,
    input        rstn,
    input        out_en,           
    input [63:0] DATA_IN,          
    output       DONE,         
    output     [63:0] DATA_OUT
);
    wire sclk;
    wire CS;
    wire DL0;
    wire DL1;
    wire slave_done;
    wire [63:0] slave_data;
    master u_master (
        .clk        (clk),
        .rstn       (rstn),
        .out_en     (out_en),
        .data       (DATA_IN),
        .sclk       (sclk),
        .DataLine0  (DL0),
        .DataLine1  (DL1),
        .CS         (CS)
    );
    slave #(
        .DATA_WIDTH(64)
    ) u_slave (
        .sclk      (sclk),
        .rstn      (rstn),
        .InLine0   (DL0),
        .InLine1   (DL1),
        .CS        (CS),
        .done      (DONE),
        .DATA_OUT  (slave_data)
    );
    assign DATA_OUT = slave_data;
endmodule
==> changes_impl.md <==
## Implementation

* Status: finished, final reports clean
* Synth Instances at around 450
* Die Y at 113.2 µm
* Gr ovfl total at 0
* EDFF count, synth at about 70
* GPL Wtd Cong at around 0.79
* Biggest area cells: edfxtp_1, dfrtn_1, a22o_1
* Actual slew at the worst max-slew pin at between 700 and 800 ps
* Pre-antenna DRT Iters at 4
* Fmax at between 0.3 and 0.4 GHz
* Num CTS Buffers at 9
* Top cells by count: a22o_1, dfrtn_1, edfxtp_1
* Drt wl/cell at approximately 17 µm
* R2R cell count at 5
* Final hold violations at 0
* Post-placement cell area at 7552 µm²
* Asr flop ratio synth at 54.84%
* Final setup TNS at 0 ps
* I/O pin count at 132
* Leakage at approximately 3.1 nW
* Max Slew Vio Count at 0
* Synth flops at 155
* Hold_buf cts at 0
* Cell Area, Synth at around 6200 µm²
* CTS Root Cell: clkbuf_16
* Largest net degree at the start of global routing at 76
* Syn avg cell area at approximately 14 µm²
* # Cells Yosys at about 450
* Clock Pin Slew Worst Setup and Hold Paths at around 60 ps
* Vias in the first global route at 4,049
* Endpoints left unconstrained at roughly 150
* Post_cts resized at 0
* Hold crit path type: input port to async pin
* Count of tool warnings at 27
* Top-area cell share at between 30% and 40%
* Register pins left without a clock at 77
* Distinct lib cells at roughly 44
* Final Cell Area at just under 8000 µm²
* ANT nets after route at 0
* Final Skew at 4.060 ps
* Worst EP arrival at around 2600 ps
* Vias post-DR at slightly above 4,000
* Slew HR at 49.19%
* H-tree Lvls at 3
* Crit path depth at 5
* FILL cells at roughly 900
* Core area at roughly 12,000 µm²
* All-Layer GR Usage at a little over a fifth
* # placed instances at 698
* Post-Layout Cell Count at a little over 700
* Crit path buf inv count at 2
* Top FF cell, synth: edfxtp_1
* Clk latency of the worst-skew pair at approximately 320 ps
* Nature of the critical path endpoint: register
* PwrDens at around 200 nW/µm²
* Aggregate routed wire length at 12,000 µm
* Remaining DRCs at 0
* Most used cell, CP: buf_4
* Ordered cell list for the critical path: buf_4 -> nor2_4 -> o21ai_0 -> and3b_2 -> buf_4
* Crit path max fanout at 75
* Ant diodes at 0
* Fp_density at 51.47%
* Vias per inst at roughly 5.7
* Count of input and output buffers at roughly 130
* Layout cells sized above 1 at 5.291%
* Max VDD drop at 161.2 µV
* Max incr delay on CP at 590 ps
* Yosys warns at 2
* Crit path time final at between 2000 and 3000 ps
* Seq share, synth at between 60 and 70%
* Setup violators final at 0
* Floorplan row count at 40
* Max cap viols at 0
* CP Launch Type: register
* Final Cycle Share at 57.92%
* Power Total at ~1.5 mW
* CP required at approximately 4600 ps
* DIE WIDTH at around 110 µm
* Die area at 12,810 µm²
* First-pass GRT wire length at approximately 20,000 µm
* RSZ-0062 raised after global routing: no
* Critical path's slowest cell: buf_4
* CTS max path bufs at 2
* Synthesis-to-layout area growth at 26.90%
* Yosys chip area at a little over 6000 µm²
* Setup Buffers After CTS at 0
* DR iter-0 viols at about 350
* TritonCTS clock tree: yes
* Hpwl dp at between 7000 and 8000 µm
* CP delay by family, top: buffers and inverters
* WS Path Type: register to register
* Count leader, synth: a22o_1
* Largest area contributor in the netlist: edfxtp_1
* Initial antenna violation count at 0
-- through the flow --
stage | hold WS, ps | utilization, % | worst slack [ps]
5_1_grt | 490.5 | 65.31 | 1724
3_5_place_dp | 519.3 | 62.88 | 1804
2_1_floorplan | 474.8 | - | 1665
3_3_place_gp | 488.0 | 62.88 | 1858
6_report | 480.0 | 65.31 | 1936
4_1_cts | 480.6 | 65.31 | 1902
-- cells in the final DEF (no fill, tap or decap), drive strengths merged, types with 2 or more instances in the layout --
| cell type | count |
|---|---|
| o21a | 4 |
| a41oi | 2 |
| clkdlybuf4s50 | 130 |
| xor2 | 2 |
| buf | 8 |
| nor3 | 3 |
| o21ai | 25 |
| dfrtn | 70 |
| inv | 9 |
| dfstp | 2 |
| dfrtp | 13 |
| and3 | 2 |
| nand2 | 49 |
| ha | 5 |
| nor3b | 2 |
| a22o | 110 |
| a21o | 2 |
| nor2 | 11 |
| a21oi | 5 |
| edfxtp | 70 |
| a31oi | 2 |
| and2 | 2 |
| clkinv | 3 |
| nand3 | 3 |
| nand2b | 4 |
| clkbuf | 11 |
-- state kept, by name, summed over array words and instances (netlist names) --
register / count
u_slave.state: 4
u_master.data_cycle: 6
u_master.state: 4
u_master.shreg: 64
u_slave.data: 64
u_slave.done: 1
u_slave.data_cycle: 6
u_slave.DL1: 1
u_master.count: 3
u_slave.DL0: 1
u_master.slave_clk: 1
-- worst register-to-register path, cell delays in order, from the launching register on --
cell and delay, ps:
dfrtp_2 350, buf_4 590, nor2_4 90, o21ai_0 140, and3b_2 590, buf_4 540
-- layer usage --
metal  wire length [µm]  track usage, %  part of all wire, %  up-vias
met2               5442           30.92                   45      140
met5                  0               0                    0        -
met3                798           4.858                  6.7       11
met4                123           2.105                  1.0        0
met1               5631           37.26                   47     2019
li1                   -               -                    -     1921
-- area by class of cell --
type	count	area, µm²	share of cell area (%)
clock buffer	11	232.7	2.967
clock inverter	5	60.06	0.7656
inverter	9	33.78	0.4306
multi-input combinational	249	1739	22.17
sequential	155	4234	53.97
tap	147	183.9	2.344
timing repair buffer	138	1361	17.35
-- logic make-up (layout without fill, tap and decap cells) --
kind of cell / Yosys count / count (layout) / share of synthesized area, %
AND-OR/OR-AND: 157 / 157 / 20.20
flip-flops: 155 / 155 / 68.45
AND/OR/NAND/NOR: 84 / 84 / 6.355
buffers and inverters: 42 / 163 / 3.562
adder cells (fa/ha/maj): 5 / 5 / 1.012
XOR/XNOR: 3 / 3 / 0.4251
-- path summary, 6_finish.rpt --
check | from | endpoint | slack [ps]
max in group asynchronous | rstn | u_master.state[0] | 3840
worst max register to register | u_master.state[1] | u_master.shreg[55] | 1940
worst max-delay path | u_master.state[1] | u_master.shreg[55] | 1940
min in group clk0 | u_master.shreg[50] | u_master.shreg[52] | 530
worst min register to register | u_master.shreg[50] | u_master.shreg[52] | 530
worst min-delay path | rstn | u_master.data_cycle[4] | 480
-- where the power goes --
| group | switching [mW] | internal (mW) | leakage [nW] |
|---|---|---|---|
| registers | 0.00451 | 0.774 | 1.81 |
| clock network | 0.259 | 0.421 | 0.140 |
| logic | 0.0291 | 0.0594 | 1.20 |
Power figures rest on the tool's default switching activity, not on a simulated workload.
